File: flow/constraint.sdc
current_design char_mem

set clk_period 12.3
set clk_io_pct 0.2

create_clock -name clk0 -period $clk_period

set non_clock_inputs [all_inputs -no_clocks]
set_input_delay [expr $clk_period * $clk_io_pct] -clock clk0 $non_clock_inputs
set_output_delay [expr $clk_period * $clk_io_pct] -clock clk0 [all_outputs]
File: flow/design.v
`timescale 1ns / 1ps
module char_mem(
    input  [4:0] addr,
    output [7:0] bus,
	 input [39:0]p,
	 input [3:0] place
    );
	integer i;
	parameter LINES = 2;
	parameter CHARS_PER_LINE = 16;
	parameter BITS_PER_CHAR = 8;
	parameter STR_SIZE = LINES * CHARS_PER_LINE * BITS_PER_CHAR;
	reg[0:STR_SIZE-1] str;
	always @ (p)
	begin
		if (p == 40'b1111111111111111111111111111111111111111)
		str = "    Welcome!     Enter R. No. : ";
		else
		case (place)
		4'b1111 : str = "  Valid Number                  ";
		4'b0001 : str = " Invalid Number                 ";
		default :		
			begin
			str = "Registration No.   ";
			for (i = 0; i < 10 ; i=i+1)
				begin
					case(p[(4*i)+:4])
						4'b0000 : str = {str,"0"};
						4'b0001 : str = {str,"1"};
						4'b0010 : str = {str,"2"};
						4'b0011 : str = {str,"3"};
						4'b0100 : str = {str,"4"};
						4'b0101 : str = {str,"5"};
						4'b0110 : str = {str,"6"};
						4'b0111 : str = {str,"7"};
						4'b1000 : str = {str,"8"};
						4'b1001 : str = {str,"9"};
						4'b1111 : str = {str,"_"};
					endcase
				end
			str = {str,"   "};
			end
		endcase
	end
	assign bus = str[{addr[4:0], 3'b000}+:8];
endmodule
File: flow/config.mk
export PLATFORM = sky130hd
export DESIGN_NAME = char_mem
export DESIGN_NICKNAME = char_mem
export VERILOG_FILES = /design/flow/design.v
export SDC_FILE = /design/flow/constraint.sdc
export NUM_CORES = 4
export LEC_CHECK = 1
export CORE_UTILIZATION = 50
File: flow/run.sh
#!/bin/bash
# OpenROAD 26Q1-2900-gdf79404cd8, Yosys 0.63+post, stock flow scripts
make -C /OpenROAD-flow-scripts/flow DESIGN_CONFIG=/design/flow/config.mk WORK_HOME=/design/flow/orfs finish
==> flow_summary_export.csv <==
group,metric,value,unit
grt,grt_max_degree,62,
synthesis,ys_types,116,
grt,grt_overflow,0,
synthesis,syn_area_per_cell,5.96,µm²
finish,flop_area,0,µm²
finish,design_area,14500,µm²
synthesis,ys_sh_mux,0.0402,
final_timing,setup_viol,0,
drt,dr.pass1.iters,14,
grt,grt_use_met3,0.388,
finish,drive_gt1_frac,0.101,
setup_path,worstSetupPathType,"in2out",
outcome,violations,"max-capacitance violations, max-slew violations",
finish,clkbuf_count,0,
clock_tree,cts_resized,0,
final_timing,fin_crit_sh,0.909,
setup_path,cp_max_fo,35,
setup_path,cpPeakStageDelay,1.30,ns
drt,ant_nets,0,
pwr,power.leakage,4.87,nW
final_timing,fmax,0.0894,GHz
synthesis,top_cells_by_area,"nand2_1 (8.3%), nor2_1 (7.1%), o21ai_0 (6.8%), a21oi_1 (6.7%), nand3_1 (4.7%)",
flow_run,log.warning_count,32,
flow_run,maxCapViolations,1,
drt,routed_wirelength,90.2,mm
setup_path,end_kind,"output port",
placed_design,place.detailed.hpwl,64.9,mm
placed_design,io_buffers,56,
grt,grt_most_used_layer,"met2",
synthesis,synth_area,13900,µm²
setup_path,arrival,8.72,ns
clock_tree,post-cts-setup-buffer-count,0,
final_timing,slew_headroom,-0.0944,
finish,final_cell_count_no_fill,2618,
final_timing,timing.setup.tns,0,ns
clock_tree,holdBufCountCts,0,
synthesis,synthAoiAreaFrac,0.546,
grt,grt_pass1_wl,132,mm
synthesis,synth_top_cell_by_area,"nand2_1",
placed_design,gp_congestion,1.24,
outcome,status,"finished with violations",
final_timing,drv_slew,4,
final_timing,timing.final.hold_violations,0,
grt,grt_antenna_before_repair,7,
final_timing,rsz0062_at_grt,"false",
finish,layout_top_cell,"nand2_1",
drt,vias,22400,
synthesis,xor_share,0.00487,
synthesis,syn-instance-count,2329,
final_timing,min_period,11.18,ns
die,die_area,28400,µm²
finish,utilization,0.535,
drt,drt_iter0_drc,5406,
setup_path,startpoint_type,"primary input",
pwr,powerDensity,73.4,nW/µm²
grt,grt_pass1_vias,19800,
drt,drc_errors,0,
final_timing,max_slew.worst_pin.slew,1.63,ns
synthesis,ys_area,13900,µm²
finish,final_cell_mix,"nand2_1 (303), nor2_1 (262), o21ai_0 (186)",
synthesis,synth_top_area_share,0.0827,
min_path,hp-class,"in2out",
drt,routedWlPerCell,34.4,µm
setup_path,required,9.84,ns
setup_path,cp_cell_sequence,"clkdlybuf4s50_1 > nand3_1 > nand2_2 > buf_4 > a2111oi_0 > a311oi_1 > and4_1 > a211oi_1 > nor3_1 > a21oi_1 > o21ai_0 > a31oi_1 > a311oi_1 > o22ai_1 > clkdlybuf4s50_1",
drt,avgViaCountPerCell,8.57,
synthesis,synth_seq_share,0,
die,ios,57,
die,fp_util,0.512,
finish,flops,0,
pwr,peakVddDrop,0.0000329,V
synthesis,ys_cells,2329,
grt,track_usage,0.628,
finish,syn_to_final_growth,4.52,%
die,coreArea,27100,µm²
grt,use_met1,0.763,
synthesis,simple_gate_share,0.321,
synthesis,yosysWarnings,1,
die,die_x,169,µm
die,die_h,169,µm
setup_path,slowest_stage,"nor3_1",
die,rows,60,
grt,grt_util_met2,0.804,
synthesis,logic_family,"AND-OR/OR-AND gates",
placed_design,dpl_cell_area,14500,µm²
placed_design,dp_cells,2615,
synthesis,synthAdderAreaFrac,0.000721,
[logic make-up after synthesis]
logic type / after synthesis
XOR/XNOR: 6
other: 1
AND-OR/OR-AND: 1070
adder cells (fa/ha/maj): 1
AND/OR/NAND/NOR: 950
buffers and inverters: 248
multiplexers: 53
[worst max-delay path: cells and delay by family]
kind | cells | cell delay [ns]
AND-OR/OR-AND | 8 | 1.88
buffers and inverters | 3 | 1.44
AND/OR/NAND/NOR | 4 | 2.91
[metrics by stage]
step           setup slack, ns  power [mW]  hold WS, ns
5_1_grt                   1.11        1.08         6.08
3_5_place_dp              1.68       0.960         5.98
2_1_floorplan             4.58       0.633         5.12
3_3_place_gp              1.69       0.963         5.99
6_report                  1.12        1.07         6.14
4_1_cts                   1.67       0.964         5.98
[final timing paths]
| path | cells after the start | slack, ns | end | start |
|---|---|---|---|---|
| setup / recovery | 15 | 1.12 | bus[6] | p[22] |
| hold / removal | 5 | 6.14 | bus[0] | addr[0] |
[report_power, final]
part           internal [mW]  switching, mW  leakage (nW)
Combinational          0.304          0.761          4.87
Clock           0.0000000156              0     0.0000254
Sequential                 0              0             0
Total                  0.304          0.761          4.87
[layout make-up]
cell class,count,area (µm²)
fillers,2766,12600
diodes,3,7.51
inverters,14,52.6
well taps,372,465
multi-input cells,2081,12700
repair buffers,148,1240
[synthesized netlist by cell type, types with 7 or more instances]
master	number
nand2_1	306
nor2_1	264
o21ai_0	188
a21oi_1	185
nand3_1	131
clkbuf_1	116
nor3_1	91
o22ai_1	74
o211ai_1	72
buf_2	60
a211oi_1	57
a31oi_1	51
mux2i_1	36
a22oi_1	35
nand4_1	34
o21a_1	28
buf_1	27
nor4_1	25
o221ai_1	25
a32oi_1	24
o31ai_1	22
a2111oi_0	21
a21o_1	20
a221oi_1	20
a311oi_1	20
buf_6	20
o21ai_1	17
and3_1	15
mux2_2	15
o32ai_1	15
a211o_1	14
a21boi_0	12
a221o_1	12
inv_1	12
o311ai_0	12
a22o_1	11
o2111ai_1	11
buf_4	10
o211a_1	10
or3_1	10
or2_2	9
a221oi_2	7
a31o_2	7
[metal layers]
metal	part of all wire	vias to the layer above
met5	0.0065	-
met1	0.34	10100
met4	0.097	20
li1	-	9038
met3	0.20	773
met2	0.35	2545
No activity file was given, so power comes from the tool's default toggle rates.
