--- /design/flow/run.sh ---
#!/bin/bash
# OpenROAD 26Q1-2900-gdf79404cd8, Yosys 0.63+post, stock flow scripts
make -C /OpenROAD-flow-scripts/flow DESIGN_CONFIG=/design/flow/config.mk WORK_HOME=/design/flow/orfs finish
--- /design/flow/config.mk ---
export PLATFORM = sky130hd
export DESIGN_NAME = lcd
export DESIGN_NICKNAME = lcd
export VERILOG_FILES = /design/flow/design.v
export SDC_FILE = /design/flow/constraint.sdc
export NUM_CORES = 4
export LEC_CHECK = 1
export CORE_UTILIZATION = 30
export SYNTH_HDL_FRONTEND = slang
--- /design/flow/constraint.sdc ---
current_design lcd

set clk_period 3.2
set clk_io_pct 0.2

create_clock -name clk0 -period $clk_period [get_ports {clk}]

set non_clock_inputs [all_inputs -no_clocks]
set_input_delay [expr $clk_period * $clk_io_pct] -clock clk0 $non_clock_inputs
set_output_delay [expr $clk_period * $clk_io_pct] -clock clk0 [all_outputs]
--- /design/flow/design.v ---
`timescale 1ns / 1ps
module lcd (
	input            clk,
	output reg       lcd_rs,
	output reg       lcd_rw,
	output reg       lcd_e,
	output reg [7:4] lcd_d,
	output     [4:0] mem_addr,
	input      [7:0] mem_bus
	);
	reg        [24:0] count = 0;
	reg        [5:0] lcd_state = 6'b010000;
	reg              init = 1;        
	reg              row = 0;          
	assign mem_addr = {row, count[17:14]};
	initial count[24:19] = 11;
	always @ (posedge clk) begin
		count <= count + 1;
		if (init) begin                    
			case (count[24:19])
				1: lcd_state <= 6'b000010;    
				2: lcd_state <= 6'b000010;
				3: lcd_state <= 6'b001000;
				4: lcd_state <= 6'b000000;    
				5: lcd_state <= 6'b001100;
				6: lcd_state <= 6'b000000;    
				7: lcd_state <= 6'b000001;
				8: lcd_state <= 6'b000000;    
				9: lcd_state <= 6'b000110;
				10: begin init <= ~init; count <= 0; end
			endcase
			{lcd_e,lcd_rs,lcd_rw,lcd_d[7:4]} <= {^count[18:17] & ~lcd_rw,lcd_state}; 
		end else begin                                                              
			case (count[18:13]) 
				32: lcd_state <= {3'b001,~row,2'b00};                                 
				33: lcd_state <= 6'b000000;
				34: begin count <= 0; row <= ~row; end                                
				default: lcd_state <= {2'b10, ~count[13] ? mem_bus[7:4] : mem_bus[3:0]}; 
			endcase
			{lcd_e,lcd_rs,lcd_rw,lcd_d[7:4]} <= {^count[12:11] & ~lcd_rw,lcd_state};
		end
	end
endmodule
==> ci_impl_report.md <==
## Implementation flow summary

| Metric | Value |
|---|---|
| Routed WL per cell | ~12 um |
| Worst min-delay path category | reg -> reg |
| Placed Cells | 272 |
| Share of post-route cells with drive strength above 1 | 0.0721 |
| Instance count on the critical path | 4 |
| Area reported by Yosys stat | approximately 1800 um^2 |
| Layout area overhead | 18.5% |
| Unique masters post-synth | 38 |
| Buffers plus inverters on the worst setup path | 0 |
| Worst path cell trace | nand3_1, or4_1, or4_1, a21oi_1 |
| Req. time, crit path | between 3 and 4 ns |
| Top-level I/O count | 21 |
| Fin cells | roughly 280 |
| Setup CP Type | reg -> reg |
| Latency at later pin | slightly below 0.3 ns |
| PD cells | 464 nW/um^2 |
| Die Y | 79.1 um |
| CP arrival | about 2.3 ns |
| Pleak | roughly 0.77 nW |
| Finished Cell Area | about 2100 um^2 |
| Post-CTS Resized | 0 |
| Antenna violations before repair | 0 |
| Antenna Cells | 0 |
| CP max-delay cell | or4_1 |
| Core Region | ~5600 um^2 |
| Synth Flop Type | dfxtp_1 |
| Clock transition at path regs | about 0.080 ns |
| Fp_density | 0.318 |
| Tmin final | a little over 2 ns |
| Crit-path max FO | 9 |
| CTS buffer count | 5 |
| Unrepaired setup endpoints after global routing | false |
| # Post-CTS Setup Buffers | 0 |
| Reg-to-reg startpoint | count[2] |
| # Cells Yosys | between 150 and 200 |
| Max-area cell share | 0.360 |
| Antenna viol nets, final | 0 |
| Tcrit/Tclk final | 0.646 |
| Clock Tree Buf Depth | 2 |
| H-tree levels | 2 |
| R2r worst-path depth | 4 |
| Setup WS post-layout | 1.13 ns |
| Setup crit end | count[23] |
| Critical R2R Capture | count[23] |
| Setup slack, reg-to-reg | between 1 and 1.5 ns |
| Drt drc | 0 |
| HPWL after DPL | 2420 um |
| Syn avg cell area | 9.04 um^2 |
| Pins over their slew limit | 0 |
| Clk_skew | ~0.008 ns |
| Slew @ Worst Pin | between 0.8 and 0.9 ns |
| Synth Seq Share | 0.461 |
| Overall power | about 1 mW |
| First-pass GRT wire length | around 6000 um |
| Fin. Hold Viols | 0 |
| Synth Register Bits | 38 |
| Worst path top cell family by delay | simple AND/OR/NAND/NOR gates |
| # hold bufs at CTS | 0 |
| Cell area after synthesis | ~1800 um^2 |
| Largest net degree at the start of global routing | 26 |
| Max_slew headroom | 0.446 |
| # setup viols final | 0 |
| I/O Buffers | 19 |
| Post-synth top cells | 32 x dfxtp_1, 21 x nor2_1, 12 x a21oi_1, 11 x nand2_1, 11 x nand3_1 |
| DR pass1 iterations | 5 |
| Initial drt markers | 39 |
| Total number of vias | between 1000 and 1500 |
| Vias in the first global route | approximately 1300 |
| Routability cong. | 0.785 |
| Crit. Startpoint | count[2] |
| CTS tree | done |
| Total of max-cap violations | 0 |
| Ys async rst share | 0 |
| Post-DP Area | between 1500 and 2000 um^2 |
| Count leader, synth | dfxtp_1 |
| Rows | 27 |
| Tool Warnings | 26 |
| GR Overflow Total | 0 |
| CP dominant cell by count | or4_1 |
| Layout Utilization | 0.377 |
| Synth warn | 0 |
| Global Route Usage Sum | 0.123 |
| Sink Count | 38 |
| Peak Freq | roughly 0.48 GHz |
| Crit. End Element | flip-flop |
| Chip width | between 70 and 80 um |
| Place WS | approximately 1.1 ns |
| Dominant cell type by area after synthesis | dfxtp_1 |
| Worst hold slack | approximately 0.34 ns |
| Worst setup SP type | flip-flop |
| Drt total wl | about 3500 um |
| Chip footprint | between 6000 and 7000 um^2 |
| Via/cell ratio | between 4 and 5 |
| Top cells by area | dfxtp_1 36%, edfxtp_1 10%, xnor2_1 4.9% |
| Crit-path max cell delay | between 0.7 and 0.8 ns |
| TNS Setup | 0 ns |
| Cells after Synth | ~200 |
| Peak supply drop | 0.000236 V |
| Post-synth EDFFs | 6 |
| CTS root buffer | clkbuf_8 |
| Outcome | complete, no violations |
placed cells by master, fill, tap and decap left out, types with 4 or more instances in the layout:
cell,synthesis,layout
nor4_1,4,4
o21ai_0,10,10
nor2_1,21,21
edfxtp_1,6,6
clkbuf_8,0,5
nand4_1,9,9
xnor2_1,10,10
nand3_1,11,11
dfxtp_1,32,32
xor2_1,6,6
nand2_1,11,11
a21oi_1,12,12
clkdlybuf4s50_1,0,19
or4_1,7,7
ha_1,4,4
inv_1,7,7
worst min path at each step:
stage / cells after the start / slack, ns / startpoint / to
5_1_grt: 0 / 0.35 / lcd_state[5] / lcd_rs
6_report: 0 / 0.34 / lcd_state[3] / lcd_d[7]
4_1_cts: 0 / 0.35 / lcd_state[3] / lcd_d[7]
registers in the layout (all words and copies together), names as in the netlist:
name	cells
count	25
init	1
row	1
lcd_rs	1
lcd_state	5
lcd_e	1
lcd_d	4
layout make-up:
cell class,count,area [um^2]
clock inverter,3,68.8
sequential,38,821
multi-input combinational,136,847
tap,72,90.1
inverter,7,26.3
fill,567,3500
clock buffer,5,68.8
timing repair buffer,19,190
layer usage:
layer	share of wire	track usage	vias up
met3	0.048	0.0257	9
met4	0.022	0.0327	0
met1	0.48	0.166	624
met5	0	0	-
met2	0.45	0.202	35
li1	-	-	715
cells by family after synthesis:
kind of cell / after synthesis / share of synthesized area
multiplexers: 3 / 0.0176
adder cells (fa/ha/maj): 4 / 0.0281
AND-OR/OR-AND: 28 / 0.0885
other: 1 / 0.00210
flip-flops: 38 / 0.461
XOR/XNOR: 16 / 0.0786
AND/OR/NAND/NOR: 84 / 0.261
buffers and inverters: 23 / 0.0639
report_power, final:
part	total [mW]	internal, mW	switching [mW]
registers	0.483	0.483	0
clock network	0.485	0.312	0.172
logic	0.0121	0.00951	0.00256
total	0.980	0.805	0.175
Power figures rest on the tool's default switching activity, not on a simulated workload.
