### flow/design.v
`timescale 1ns / 1ps
module PushButton_Debouncer(
    input clk,
    input pb,
    output down
);
reg state;
reg sync_0;  always @(posedge clk) sync_0 <= pb;  
reg sync_1;  always @(posedge clk) sync_1 <= sync_0;
reg [15:0] count;
wire idle = (state==sync_1);
wire count_max = &count;	
always @(posedge clk)
if(idle)
    count <= 0;  
else
begin
    count <= count + 16'd1;  
    if(count_max) state <= ~state;
end
assign down = ~idle & count_max & state;
endmodule 
### flow/run.sh
#!/bin/bash
# OpenROAD 26Q1-2900-gdf79404cd8, Yosys 0.63+post, stock flow scripts
make -C /OpenROAD-flow-scripts/flow DESIGN_CONFIG=/design/flow/config.mk WORK_HOME=/design/flow/orfs finish
### flow/config.mk
export PLATFORM = sky130hd
export DESIGN_NAME = PushButton_Debouncer
export DESIGN_NICKNAME = PushButton_Debouncer
export VERILOG_FILES = /design/flow/design.v
export SDC_FILE = /design/flow/constraint.sdc
export NUM_CORES = 4
export LEC_CHECK = 1
export CORE_AREA = 10 10 74 74
export DIE_AREA = 0 0 84 84
### flow/constraint.sdc
current_design PushButton_Debouncer

set clk_period 2.3
set clk_io_pct 0.2

create_clock -name clk0 -period $clk_period [get_ports {clk}]

set non_clock_inputs [all_inputs -no_clocks]
set_input_delay [expr $clk_period * $clk_io_pct] -clock clk0 $non_clock_inputs
set_output_delay [expr $clk_period * $clk_io_pct] -clock clk0 [all_outputs]
==> results.json <==
{
  "edf_count": 1,
  "cts.clk_slew.worst_paths_ps": 60,
  "critPathMaxFanout": 6,
  "final_hold_viol_count": 0,
  "setup_slack_ps": 174,
  "cts-root-buf": "clkbuf_8",
  "grt_pass1_wl_um": 2640,
  "num_antenna_cells": 0,
  "grt_overflow": 0,
  "portBuffers": 2,
  "pre_cts_ws_ps": 221,
  "drtPass1Iterations": 3,
  "cp_top_family": "simple AND/OR/NAND/NOR gates",
  "layout_min_cycle_time_ps": 2130,
  "layoutNonFillerInstCount": 150,
  "h-tree-depth": 1,
  "synth.largest_area_cell": "dfxtp_1",
  "synth-main-ff-cell": "dfxtp_1",
  "start_kind": "flip-flop",
  "worst_path_largest_cell_delay_ps": 460,
  "drive_gt1_share_pct": 13.0,
  "synthCells": 90,
  "initial_core_util_pct": 20.6,
  "fp.dieW_um": 84,
  "gp_congestion": 0.838,
  "cp_cell_sequence": "nand4_1 > nor2_1 > and3_1 > clkdlybuf4s50_1",
  "antenna_left": 0,
  "whs_path_depth": 0,
  "finClkSkew_ps": 1.08,
  "top_cells_by_count": "18 x dfxtp_1, 8 x a21oi_1, 7 x nand2_1",
  "synthToLayoutAreaGrowth_pct": 22.6,
  "synth.area.top_cells": "dfxtp_1 44%, a21oi_1 4.9%, or4_1 4.6%",
  "cts_hold_buf": 0,
  "synth.top_cell.area_share_pct": 44.0,
  "wl_per_cell_um": 9.75,
  "grt_setup_unrepaired": "no",
  "slew_headroom_pct": 66.7,
  "dp_cells": 144,
  "cp_data_required_time_ps": 1840,
  "finalCoreUtilization_pct": 25.3,
  "min_path_type": "reg -> reg",
  "power_density_nw_per_um2": 583,
  "die_h_um": 84,
  "endpoint_kind": "output pin",
  "grt_max_degree": 14,
  "coreArea_um2": 3970,
  "grt_usage_pct": 4.16,
  "rows": 23,
  "ys_seq_elements": 19,
  "place_area_um2": 921,
  "setup_viol": 0,
  "drc": 0,
  "netlist_area_um2": 820,
  "antenna_found_initial": 0,
  "vdd_drop_max_uv": 281,
  "critical_path_depth": 4,
  "vias_per_cell": 4.49,
  "max_freq_mhz": 470,
  "min_period_over_period_pct": 92.4,
  "reg2regPathDepth": 5,
  "synth_chip_area_um2": 820,
  "cts_tree": "built",
  "slew_viol_final": 0,
  "dpl.hpwl_um": 1040,
  "outcome": "finished clean",
  "design_area_um2": 1000,
  "worst_slew_pin_slew_ps": 498,
  "drt_iter0_drc": 22,
  "routed_wl_um": 1460,
  "cts_sinks": 19,
  "ys_seq_share_pct": 47.6,
  "final.setup.tns_ps": 0,
  "via_count": 674,
  "synthDistinctLibCells": 24,
  "ys_cells": 90,
  "avgSynthCellArea_um2": 9.11,
  "critPathSlowestCell": "clkdlybuf4s50_1",
  "top_level_ports": 3,
  "total_leakage_power_nw": 0.304,
  "dieArea_um2": 7060,
  "tool_warnings": 25,
  "grt_pass1_vias": 622,
  "insertion_delay_ps": 250,
  "drv_cap": 0,
  "path_buffers": 1,
  "fillers": 430,
  "synth_warnings": 1,
  "cp_data_arrival_time_ps": 1670,
  "cts_buffer_depth": 2,
  "critPathKind": "reg -> out",
  "numCtsBuffers": 3,
  "async_flop_share_pct": 0,
  "yosysMostFrequentCell": "dfxtp_1"
}
metrics by stage:
step	power (W)	hold slack, ps
6_report	0.000586	331
5_1_grt	0.000616	336
4_1_cts	0.000596	334
3_5_place_dp	0.000370	318
3_3_place_gp	0.000370	315
2_1_floorplan	0.000364	310
cell families after synthesis:
kind of cell	share of synthesized area (%)
AND/OR/NAND/NOR	28.1
flip-flops	47.6
AND-OR/OR-AND	11.5
XOR/XNOR	5.34
buffers and inverters	2.29
multiplexers	3.66
adder cells (fa/ha/maj)	1.53
cell usage in the layout (no fill, tap or decap), drive strengths merged, types with 4 or more instances in the layout:
master,instances
a21oi,8
buf,5
clkbuf,4
dfxtp,18
inv,4
nand2,7
nand3,6
nand4,4
nor2,5
nor4,4
o31ai,4
or4,5
state kept, by name, summed over array words and instances, names as in the netlist:
name    cells
state       1
count      16
sync_0      1
sync_1      1
where the power goes:
| group | internal, W | switching (W) |
|---|---|---|
| Sequential | 0.000338 | 0.00000843 |
| Clock | 0.000123 | 0.0000968 |
| Combinational | 0.00000965 | 0.0000101 |
| Total | 0.000470 | 0.000115 |
metal layers:
layer  wire length [um]  track usage (%)  up-vias
met5                  0                0        -
met4                 10            0.761        0
met3                 47             1.18        2
met2                647             6.55        3
met1                757             5.57      319
li1                   -                -      350
final cells by class:
cell class,count,area (um^2),area share (%)
Inverter,4,15.0,1.49
Multi-Input combinational cell,66,429,42.7
Clock buffer,4,45.0,4.48
Tap cell,50,62.6,6.23
Sequential cell,19,395,39.4
Timing Repair Buffer,7,57.6,5.73
final timing paths:
check,start,endpoint,slack [ps]
worst max-delay path,count[8]$_SDFF_PP0_,down,170
worst min-delay path,sync_0$_DFF_P_,sync_1$_DFF_P_,330
worst max register to register,count[0]$_SDFF_PP0_,count[10]$_SDFF_PP0_,790
worst min register to register,sync_0$_DFF_P_,sync_1$_DFF_P_,330
repair_timing:
action / CTS / global route
gates resized: 3 / 3
endpoints found under the hold margin: 0 / 0
pin swaps: 0 / 2
endpoints found under the setup margin: 1 / 1
gates cloned: 0 / 0
buffers inserted: 0 / 2
Power and IR drop assume default switching activity.
